<file path="flow/constraint.sdc">
current_design async_fifo

set clk_period 11.1
set clk_io_pct 0.2

create_clock -name clk0 -period $clk_period [get_ports {read_clk}]
create_clock -name clk1 -period $clk_period [get_ports {write_clk}]

set non_clock_inputs [all_inputs -no_clocks]
set_input_delay [expr $clk_period * $clk_io_pct] -clock clk0 $non_clock_inputs
set_output_delay [expr $clk_period * $clk_io_pct] -clock clk0 [all_outputs]
</file>
<file path="flow/design.v">
module async_fifo
  #(
     parameter DEPTH = 8,  
     parameter WIDTH = 32  
   )
   (
     input read_clk,
     input write_clk,
     input read_en,
     input write_en,
     input [WIDTH-1:0] data_in,
     output reg [WIDTH-1:0] data_out,
     output reg full,
     output reg empty,
     input reset,
     output reg [DEPTH-1:0] count
   );
  logic [DEPTH:0] read_addr;
  logic [DEPTH:0] write_addr;
  logic [WIDTH-1:0] mem [0:2**DEPTH-1];
  logic empty_signal;
  logic full_signal;
  logic [DEPTH:0] read_addr_out_sync;
  logic [DEPTH:0] write_addr_out_sync;
  logic [DEPTH:0] read_addr_gray;
  logic [DEPTH:0] write_addr_gray;
  gray_code #(.N_BITS(DEPTH)) gray_code_inst_read
            (
              .binary(read_addr),
              .gray(read_addr_gray)
            );
  gray_code #(.N_BITS(DEPTH)) gray_code_inst_write
            (
              .binary(write_addr),
              .gray(write_addr_gray)
            );
  synchronizer #(.N_BITS(DEPTH)) sync_inst_read
               (
                 .clk(write_clk),
                 .d(read_addr_gray),
                 .q(read_addr_out_sync),
                 .rst(reset)
               );
  synchronizer #(.N_BITS(DEPTH)) sync_inst_write
               (
                 .clk(read_clk),
                 .d(write_addr_gray),
                 .q(write_addr_out_sync),
                 .rst(reset)
               );
  assign empty_signal = (write_addr_out_sync == read_addr_gray);
  assign full_signal = (write_addr_gray == {!read_addr_out_sync[DEPTH:DEPTH-1], read_addr_out_sync[DEPTH-2:0]});
  always_ff @(posedge read_clk or negedge reset)
  begin
    if (!reset)
    begin
      empty <= 1'b1;
    end
    else
    begin
      empty <= empty_signal;
        end
  end
  always_ff @(posedge write_clk or negedge reset)
  begin
    if (!reset)
    begin
      full <= 1'b0;
    end
    else
    begin
      full <= full_signal;
    end
  end
  always_ff @(posedge write_clk or negedge reset)
  begin
    if (!reset)
    begin
      write_addr <= 0;
    end
    else if (write_en && !full_signal)
    begin
      mem[write_addr[DEPTH-1:0]] <= data_in;
      write_addr <= write_addr + 1;
    end
  end
  always_ff @(posedge read_clk, negedge reset)
  begin
    if (!reset)
    begin
      read_addr <= 0;
    end
    else if (read_en && !empty_signal)
    begin
      data_out <= mem[read_addr[DEPTH-1:0]];
      read_addr <= read_addr + 1;
    end
  end
endmodule:
async_fifo
module gray_code
    #(
        N_BITS = 8   
    )(
        input  [N_BITS:0] binary,  
        output [N_BITS:0]  gray    
    );
    assign gray = binary ^ (binary >> 1);
endmodule: gray_code
module synchronizer
  #(
     N_BITS = 8   
   )
   (
     input logic clk,
     input logic rst,
     input  logic [N_BITS:0] d,
     output logic [N_BITS:0]  q
   );
  logic [N_BITS:0] q1;
  always_ff @(posedge clk or negedge rst)
  begin
    if (!rst)
    begin
      q1 <= 'b0;
      q <= 'b0;
    end
    else
    begin
      q1 <= d;
      q <= q1;
    end
  end
endmodule:
synchronizer
</file>
<file path="flow/run.sh">
#!/bin/bash
# OpenROAD 26Q1-2900-gdf79404cd8, Yosys 0.63+post, stock flow scripts
make -C /OpenROAD-flow-scripts/flow DESIGN_CONFIG=/design/flow/config.mk WORK_HOME=/design/flow/orfs finish
</file>
<file path="flow/config.mk">
export PLATFORM = sky130hd
export DESIGN_NAME = async_fifo
export DESIGN_NICKNAME = async_fifo
export VERILOG_FILES = /design/flow/design.v
export SDC_FILE = /design/flow/constraint.sdc
export NUM_CORES = 4
export LEC_CHECK = 1
export CORE_UTILIZATION = 30
</file>
==> design notes <==
Post-synthesis sequential area ratio: 83.37%. In this run the VDD rail shows a maximum IR drop of 287.8 uV. Listed in order, past its start point the critical path passes dlygate4sd3_1 -> inv_1 -> ha_4 -> and4_2 -> buf_4 -> a22o_1 -> a221oi_1 -> nand4_1 -> nor4_2 -> buf_4 -> and4_1 -> a41oi_2. The final tally of hold violations was 0; the highest net fanout along the worst path was 66. Once detail routing completed, the nets flagged for antenna violations numbered 0. Across all layers, the routed design uses 162000 vias. The initial utilization of the core area, before any placement, comes to 30.13%. Wire segments on met2 add up to 426200 microns in the final route. The mean instance size in the synthesized netlist is 19.45 sq um. The run gives 320100 sq um for the placed instance area. After detailed routing, the average wire length per cell comes to 32.53 microns.

Setup repair after global routing left no endpoint under its margin. The report counts max-capacitance violations totalling 2. Compared with the post-synthesis result, the final layout area differs by 16.20%.

Netlist area before placement: 297900 sq um. The tools report the total track usage as 20.70%. For reference, the critical path is launched at read_addr[7]. Critical path launch point type: a register.

The run gives 92 as the initial antenna violation count. For the area figure in the yosys stat output, the log shows 297900 sq um. The via count of the first global-routing pass is 168400, and the first-pass GRT wire length is 1337000 microns. The post-route report lists met1 wire length as 286300 microns.

The fraction of the core area covered by cells at the end of the flow was 35.01%. The floorplan step set the die height to 998.5 microns. The logs give 8 for the count of TritonRoute iterations in the first routing pass and 0 for the post-CTS setup-driven buffer insertion count. Cell count in the Yosys report: 15320. Per the OpenROAD power report, leakage power amounts to 104.3 nW. With the proportion of layout cells with a drive suffix above 1 at 14.79%, the setup clock skew after layout is 0.08199 ns. The largest single stage delay on the critical path is 1.06 ns.

The run gives 69 for the count of input and output buffers. The number of DRC markers after the initial detailed-route iteration is 12770. After routing the design area is 346200 sq um.

Counting every sink on the clock net gives 8280. Row generation in the floorplan step produced 365 rows. The clock-pin slew reported for the worst setup and hold paths after clock tree synthesis works out to 0.07 ns. The wire length on met3 was 203800 microns. On the critical path, the stage with the largest delay is an instance of nor4_2. The dominant cell type by count on the critical path was buf_4.

The launch point of the worst register-to-register path is recorded as read_addr[7]. The run gives -7.187% as the worst max-slew margin expressed relative to the limit. The flow ran to the end, but the final reports show violations. The post-synth count of flops with an enable pin is 8224. TritonCTS built the clock tree.

The critical path endpoint category was a register. The synthesis report gives the async set-or-reset register share as 0.6763%. Count of synthesis-stage warnings from yosys: 11.

Summed over all layers, the global routing overflow is 0. The required time of the critical path is 11.17 ns. Adding up every negative setup slack in the final design gives 0 ns. Looking at the max-slew report, the worst-margin pin has a slew of 1.593 ns. The region available for standard cell placement spans 988700 sq um.

The final reports fail on capacitance limit, slew limit. Looking at the cell usage after synthesis, the top flip-flop cell is edfxtp_1. The die span in x was 998.5 microns; the total wire length after detailed routing was 978200 microns. The final report lists the setup-violating endpoint count as 0. The synthesis-stage register bit count was 8280; the setup slack of the worst register-to-register path was 4.77 ns.

In the setup report, the worst path falls into the class register to register. TritonRoute reported its final design rule violation total as 0. Type of the tightest min-delay check: register to register.

The routed design shows a via density per instance of 5.387. The worst path meets setup with 4.773 ns of slack. The post-DP HPWL came out at 627300 microns. Synthesis instantiated 37 different standard cells from the library. The tool warning count for the run is 60. The tools report the critical path data arrival time as 6.40 ns. Counting every instance in the synthesized netlist gives 15320. The final-report max-slew violation count came out at 6. The logs give 997000 sq um for the area of the die and 0.9988 for the weighted congestion at the end of routability-driven global placement. For the worst min-delay path, the startpoint reported by OpenROAD is read_addr[3]. Highest metal layer with signal wires: met5. With the power density over the cells at 199.3 nW/um^2, the worst slack at placement is 4.318 ns. The logs give 105 for the pin count of the biggest net entering global routing and 79 for the number of placed I/O pins.
## Yosys cell counts (2+ instances only)
| cell type | instances | share of area [%] |
|---|---|---|
| edfxtp_1 | 8224 | 83 |
| a22oi_1 | 1677 | 4.2 |
| a221oi_1 | 1149 | 3.4 |
| a22o_1 | 1134 | 3.3 |
| clkbuf_1 | 1066 | 1.3 |
| nand4_1 | 657 | 1.4 |
| and4_1 | 271 | 0.80 |
| nor2_1 | 265 | 0.33 |
| nor4_1 | 207 | 0.43 |
| nand3_1 | 109 | 0.18 |
| nor3_1 | 79 | 0.13 |
| a222oi_1 | 77 | 0.26 |
| nand2_1 | 71 | 0.089 |
| dfrtp_1 | 55 | 0.46 |
| buf_1 | 54 | 0.068 |
| ha_1 | 38 | 0.16 |
| buf_2 | 29 | 0.049 |
| a41oi_2 | 25 | 0.14 |
| and3_1 | 18 | 0.038 |
| or4_1 | 18 | 0.045 |
| xnor2_1 | 18 | 0.053 |
| inv_1 | 17 | 0.021 |
| xor2_1 | 17 | 0.050 |
| buf_4 | 9 | 0.023 |
| buf_6 | 8 | 0.030 |
| a41oi_1 | 7 | 0.021 |
| a221oi_2 | 5 | 0.025 |
| clkbuf_2 | 2 | 0.0034 |
| o21ai_0 | 2 | 0.0034 |
## worst max-delay path, delay by kind of cell (launching register included)
kind / cells / cell delay [ns]
AND/OR/NAND/NOR: 4 / 2.76
buffers and inverters: 4 / 1.27
AND-OR/OR-AND: 3 / 0.96
flip-flops: 1 / 0.48
adder cells (fa/ha/maj): 1 / 0.40
## worst paths after layout
kind | end | cells after the start
hold reg to reg | sync_inst_read.q1[2] | 2
max in group clk1 | mem[82][1] | 12
min in group asynchronous | full | 1
hold / removal | sync_inst_read.q1[2] | 2
min in group clk0 | sync_inst_write.q[3] | 0
max in group asynchronous | read_addr[2] | 2
setup reg to reg | data_out[28] | 12
setup / recovery | data_out[28] | 12
## per-layer routing
layer | up-vias | GRT usage [%]
li1 | 67720 | -
met1 | 80630 | 19.93
met2 | 11560 | 29.07
met3 | 1964 | 19.75
met4 | 96 | 9.391
met5 | - | 4.029
## kinds of logic after synthesis
logic type	after synthesis	share of synthesized area [%]
AOI/OAI and AO/OA	4078	11.39
xor gates and xnor gates	35	0.1029
adders and majority gates	38	0.1596
buffers and inverters	1185	1.538
DFF	8280	83.37
other	1	0.001259
and+or+nand+nor	1699	3.444
## flip-flops by register name, indices dropped and copies added, names as in the netlist
register and cells:
empty 1, sync_inst_write.q1 9, full 1, mem 8192, sync_inst_read.q 9, data_out 32
read_addr 9, sync_inst_write.q 9, sync_inst_read.q1 9, write_addr 9
## layout by cell type, fill, tap and decap left out, drive strengths merged, types with 18 or more instances in the layout
cell / netlist / routed
clkdlybuf4s50: 0 / 36
and3: 18 / 18
diode: 0 / 292
ha: 38 / 38
inv: 17 / 37
buf: 100 / 905
nor3: 79 / 79
nor4: 207 / 207
clkbuf: 1068 / 988
nand2: 71 / 71
clkinv: 0 / 375
dfrtp: 55 / 55
bufinv: 0 / 44
nand3: 109 / 109
a22oi: 1677 / 1677
a41oi: 32 / 32
nand4: 657 / 657
a221oi: 1154 / 1154
and4: 272 / 272
a222oi: 77 / 77
clkinvlp: 0 / 30
nor2: 265 / 265
xnor2: 18 / 18
a22o: 1134 / 1134
edfxtp: 8224 / 8224
or4: 18 / 18
## through the flow
stage / power (mW) / hold WS (ns) / cells
CTS: 68.72 / 0.008933 / 29770
detailed placement: 42.94 / 0.3347 / 28310
global route: 70.51 / 0.09614 / 30010
global placement: 42.90 / 0.3327 / 28310
finish: 69.01 / 0.07516 / 30070
floorplan: 38.00 / 0.3312 / 15320
## area by class of cell
cell class                 instances  area [sq um]
fill                           89930        642600
clock inverter                   469          4484
clock buffer                     987         20680
multi-input combinational       5858         47730
antenna                          292         730.7
sequential                      8280        248400
inverter                          17         63.81
tap                            13210         16530
timing repair buffer             951          7577
## what timing repair did
item | CTS | global route
endpoints found under the setup margin | 0 | 0
endpoints found under the hold margin | 6 | 0
resized | 0 | 0
hold buffers | 9 | 0
## power by group
group | switching [mW] | internal [mW] | total (mW)
clock network | 11.8 | 14.3 | 26.2
logic | 5.95 | 1.75 | 7.70
registers | 0.346 | 34.8 | 35.2
total | 18.1 | 50.9 | 69.0
Power figures rest on the tool's default switching activity, not on a simulated workload.
